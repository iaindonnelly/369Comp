===== ./design.v =====
`timescale 1ns / 1ps
module R_EX(A1,B1,
            A2,B2,
            A3,B3,
            A4,B4,
            A5,B5,
            A6,B6,
            A7,B7,
            A8,B8,
            A9,B9,
            A10,B10,
            A11,B11,
            A12,B12,
            A13,B13,
            A14,B14,
            A15,B15,
            A16,B16,
            A1out,B1out,  
            A2out,B2out,  
            A3out,B3out,  
            A4out,B4out,  
            A5out,B5out,  
            A6out,B6out,  
            A7out,B7out,  
            A8out,B8out,  
            A9out,B9out,  
            A10out,B10out,
            A11out,B11out,
            A12out,B12out,
            A13out,B13out,
            A14out,B14out,
            A15out,B15out,
            A16out,B16out,
            Count,CountO,
            C_EN,C_Out,
            Clk
             );
            input C_EN;
           input Clk; 
           input[7:0] A1,B1;
           input[7:0] A2,B2;
           input[7:0] A3,B3;
           input[7:0] A4,B4;
           input[7:0] A5,B5;
           input[7:0] A6,B6;
           input[7:0] A7,B7;
           input[7:0] A8,B8;
           input[7:0] A9,B9;
           input[7:0] A10,B10;
           input[7:0] A11,B11;
           input[7:0] A12,B12;
           input[7:0] A13,B13;
           input[7:0] A14,B14;
           input[7:0] A15,B15;
           input[7:0] A16,B16;
           input [5:0] Count;
           output reg [5:0] CountO;
           output reg C_Out;
          output reg[7:0] A1out,B1out;
          output reg[7:0] A2out,B2out;
          output reg[7:0] A3out,B3out;
          output reg[7:0] A4out,B4out;
          output reg[7:0] A5out,B5out;
          output reg[7:0] A6out,B6out;
          output reg[7:0] A7out,B7out;
          output reg[7:0] A8out,B8out;
          output reg[7:0] A9out,B9out;
          output reg[7:0] A10out,B10out;
          output reg[7:0] A11out,B11out;
          output reg[7:0] A12out,B12out;
          output reg[7:0] A13out,B13out;
          output reg[7:0] A14out,B14out;
          output reg[7:0] A15out,B15out;
          output reg[7:0] A16out,B16out;
           initial begin
                     A1out <= 0;
                       B1out<=0;
                       A2out<=0;
                       B2out<=0;
                       A3out<=0;
                       B3out<=0;        
                       A4out<=0;
                       B4out<=0;
                       A5out<=0;
                       B5out<=0;
                       A6out<=0;
                       B6out<=0;
                       A7out<=0;
                       B7out<=0;
                       A8out<=0;
                       B8out<=0;
                       A9out<=0;
                       B9out<=0;
                      A10out<=0;
                      B10out<=0;
                      A11out<=0;
                      B11out<=0;
                      A12out<=0;
                      B12out<=0;
                      A13out<=0;
                      B13out<=0;
                      A14out<=0;
                      B14out<=0;
                      A15out<=0;
                      B15out<=0;
                      A16out<=0;
                      B16out<=0;
                      CountO <= 0;
                      C_Out <=0;
           end         
           always@(posedge Clk) begin
            A1out <= A1;
            B1out<=B1;  
            A2out<=A2;
            B2out<=B2;  
            A3out<=A3;
            B3out<=B3;          
            A4out<=A4;
            B4out<=B4;  
            A5out<=A5;
            B5out<=B5;  
            A6out<=A6;
            B6out<=B6;  
            A7out<=A7;
            B7out<=B7;  
            A8out<=A8;
            B8out<=B8;  
            A9out<=A9;
            B9out<=B9;  
           A10out<= A10;
           B10out<= B10;
           A11out<= A11;
           B11out<= B11;
           A12out<= A12;
           B12out<= B12;
           A13out<= A13;
           B13out<= B13;
           A14out<= A14;
           B14out<= B14;
           A15out<= A15;
           B15out<= B15;
           A16out<= A16;
           B16out<= B16;
           CountO <= Count;
           C_Out <= C_EN;
            end 
            endmodule

===== ./run.sh =====
#!/bin/bash
# OpenROAD 26Q1-2900-gdf79404cd8, Yosys 0.63+post, stock flow scripts
make -C /OpenROAD-flow-scripts/flow DESIGN_CONFIG=/design/flow/config.mk WORK_HOME=/design/flow/orfs finish

===== ./config.mk =====
export PLATFORM = sky130hd
export DESIGN_NAME = R_EX
export DESIGN_NICKNAME = R_EX
export VERILOG_FILES = /design/flow/design.v
export SDC_FILE = /design/flow/constraint.sdc
export NUM_CORES = 4
export LEC_CHECK = 1
export CORE_AREA = 10 10 240 240
export DIE_AREA = 0 0 250 250

===== ./constraint.sdc =====
current_design R_EX

set clk_period 1.0
set clk_io_pct 0.2

create_clock -name clk0 -period $clk_period [get_ports {Clk}]

set non_clock_inputs [all_inputs -no_clocks]
set_input_delay [expr $clk_period * $clk_io_pct] -clock clk0 $non_clock_inputs
set_output_delay [expr $clk_period * $clk_io_pct] -clock clk0 [all_outputs]

==> flow_summary_export.csv <==
group,metric,value,unit
synth,yosys_most_used_dff,"dfxtp_1",
global_routing,grt_first_pass_wirelength,30500,µm
final_layout,fin_cells,1529,
synth,synth_area,0.00527,mm²
synth,ys_seq_share,100,%
setup_path,crit_required,0.80,ns
routing,wl_per_cell,14.1,µm
setup_path,crit_chain,"buf_6",
clock_tree,cts_tree,"done",
final_timing,setup_viol,263,
clock_tree,cts-root-buf,"clkbuf_16",
global_routing,track_usage,6.46,%
synth,top_cells_by_count,"263 x dfxtp_1",
setup_path,slowest_delay,0.32,ns
pwr,p_leak,4.76,nW
setup_path,timing.critical_path.slowest_stage_cell,"dfxtp_2",
pwr,pwr-share-clk,43.8,%
pwr,powerDensity,2040,mW/mm²
die,dieWidth,250,µm
place,numPortBuffers,526,
pwr,p_comb_share,6.9,%
setup_path,crit_fanout,1,
final_layout,regArea,0.00533,mm²
synth,async_reset_ff_share,0,%
pwr,swShare,19.7,%
final_layout,comb_area,0,µm²
routing,drt-total-wl,21600,µm
global_routing,grt_pass1_vias,4442,
pwr,power.share.sequential,49.3,%
synth,area_leaders,"dfxtp_1 100%",
routing,drc,0,
synth,yosys-stat-cells,263,
setup_path,worstSetupPathType,"reg2out",
synth,synth_top_area_share,100,%
final_timing,hold_viol_final,0,
place,post-place-cells,1481,
die,die.size.y,250,µm
global_routing,overflow,0,
die,ios,527,
routing,drtIter0Drc,93,
global_routing,grt_start_max_net_pins,14,
routing,antennaDiodeCount,0,
routing,viasPerCell,2.65,
outcome,violations,"negative setup slack",
run,warnings,27,
die,die_area,0.0625,mm²
pwr,internal_power,18.2,mW
synth,yosysUniqueCellTypes,1,
setup_path,cp_data_arrival_time,0.99,ns
routing,ant_nets,0,
final_timing,drv_slew,0,
final_timing,max_slew_margin,87.5,%
clock_tree,clk_pin_slew,0.06,ns
synth,syn_area_per_cell,20.0,µm²
final_timing,fin_crit_sh,119,%
min_path,min_path_type,"in2reg",
final_layout,areaGrowthSynthToFinish,111,%
clock_tree,cts_hold_buf,0,
synth,synth_warnings,1,
final_timing,max_freq,843,MHz
synth,ys.flops,263,
synth,most_common_cell,"dfxtp_1",
die,fp_util,10.0,%
setup_path,crit_buf_inv,1,
pwr,finalPower,22.7,mW
routing,drt_first_pass_iters,3,
synth,edf_count,0,
die,core,0.0524,mm²
setup_path,critPathTopFamily,"flip-flops",
run,maxCapViolations,0,
routing,vias,4045,
final_timing,final_critical_path_setup_slack,-0.186,ns
pwr,p_switching,4.46,mW
synth,syn_inst,263,
clock_tree,numCtsBuffers,28,
clock_tree,htree_levels,1,
setup_path,endpoint_kind,"output port",
synth,ys_chip_area,0.00527,mm²
clock_tree,postCtsSetupBuffers,0,
outcome,run_status,"complete, but fails checks",
final_layout,drive_gt1_share,42.6,%
final_timing,rsz0062_at_grt,"true",
place,dp_hpwl,17400,µm
clock_tree,clockBufferDepth,3,
global_routing,antenna_found_initial,2,
final_timing,min_period,1.19,ns
place,gp_congestion,0.754,
synth,top_area_cell,"dfxtp_1",
clock_tree,clkSinkCount,263,
die,rows,84,
final_layout,layout.comb_gates.multi_input,0,
pwr,ir_drop,1.13,mV
final_timing,worst_pin_slew,0.188,ns
final_layout,fillers,5678,
setup_path,start_kind,"flip-flop",
[per-stage QoR]
stage          util, %  instance area [µm²]  setup WS [ns]  setup TNS [ns]  hold WS (ns)
2_1_floorplan        -                 5270          0.538               0         0.228
3_3_place_gp      21.8                11400        -0.0640          -0.243         0.649
3_5_place_dp      21.8                11400        -0.0657          -0.306         0.652
4_1_cts           21.1                11000         -0.258          -52.77        0.0203
5_1_grt           21.2                11100         -0.248          -54.22        0.0248
6_report          21.2                11100         -0.186          -39.17        0.0715
[metal layers]
metal	track usage [%]	wire [µm]	up-vias
li1	-	-	1933
met1	6.80	7700	1774
met2	10.5	10000	298
met3	4.19	3220	36
met4	1.79	644	4
met5	0	38	-
[logic make-up after synthesis]
group	after synthesis	synth area share (%)
flip-flops	263	100
[final timing paths]
check | startpoint | endpoint | slack [ns] | depth (start not counted)
setup / recovery | B14out[6]$_DFF_P_ | B14out[6] | -0.19 | 1
hold / removal | B14[6] | B14out[6]$_DFF_P_ | 0.07 | 1
[cell usage in the layout (no fill, tap or decap)]
master / netlist / routed
clkinv_2: 0 / 4
buf_4: 0 / 4
clkinv_4: 0 / 1
clkdlybuf4s50_1: 0 / 263
clkbuf_16: 0 / 29
buf_6: 0 / 8
bufinv_16: 0 / 1
clkinvlp_4: 0 / 1
dfxtp_2: 0 / 49
clkbuf_8: 0 / 5
buf_2: 0 / 255
inv_6: 0 / 1
dfxtp_1: 263 / 214
clkbuf_1: 0 / 6
[repair_timing]
item                                    in CTS  in global routing
resized                                    860                 31
pin swaps                                    0                  0
endpoints found under the setup margin     263                263
[power by group through the flow]
stage | combinational, mW | clock (mW) | sequential [mW]
CTS | 1.61 | 10.4 | 11.2
global route | 1.69 | 10.8 | 11.2
finish | 1.56 | 9.93 | 11.2
[layout make-up]
type | count | area share (%)
sequential | 263 | 47.9
timing repair buffer | 530 | 36.3
tap | 688 | 7.75
clock buffer | 40 | 7.36
clock inverter | 8 | 0.676
Power and IR drop assume default switching activity.
