$ cat flow/config.mk
export PLATFORM = sky130hd
export DESIGN_NAME = DataMemory
export DESIGN_NICKNAME = DataMemory
export VERILOG_FILES = /design/flow/design.v
export SDC_FILE = /design/flow/constraint.sdc
export NUM_CORES = 4
export LEC_CHECK = 1
export CORE_UTILIZATION = 40
export SYNTH_MEMORY_MAX_BITS = 65536
$ cat flow/design.v
`timescale 1ns / 1ps
module DataMemory(Address, WriteData, Clk, MemWrite, MemRead, ReadData); 
    input [9:0] Address; 	 
    input [31:0] WriteData;  
    input Clk;
    input MemWrite; 		 
    input MemRead; 			 
    integer i;
    output reg[31:0] ReadData;  
    reg [7:0] memory [0:4111];  
    initial begin 
        for(i =0; i < 4112; i = i+1) begin
        memory[i] <= 0;
        end
    end
    always @(posedge Clk) begin
            if (MemWrite == 1'b1) begin          
                memory[Address] <= WriteData;  
            end
        end    
    always @(*) begin
            if (MemRead == 1'b1) begin           
                    ReadData <= memory[Address];   
            end
            else
                    ReadData <= 8'h0;     
        end    
endmodule
$ cat flow/constraint.sdc
current_design DataMemory

set clk_period 208.7
set clk_io_pct 0.2

create_clock -name clk0 -period $clk_period [get_ports {Clk}]

set non_clock_inputs [all_inputs -no_clocks]
set_input_delay [expr $clk_period * $clk_io_pct] -clock clk0 $non_clock_inputs
set_output_delay [expr $clk_period * $clk_io_pct] -clock clk0 [all_outputs]
$ cat flow/run.sh
#!/bin/bash
# OpenROAD 26Q1-2900-gdf79404cd8, Yosys 0.63+post, stock flow scripts
make -C /OpenROAD-flow-scripts/flow DESIGN_CONFIG=/design/flow/config.mk WORK_HOME=/design/flow/orfs finish
==> results.py <==
# Flow results
metrics = {
    "outcome": {
        "status": "complete, no violations",
    },
    "cells_and_area": {
        "largest_reg_flops": 8192,
        "regMostFlops": "memory",
        "area_growth_pct": 14.0,
        "stdcell_count": 30300,
        "reg_top3": "memory (8192)",
        "layout-drive-gt1-share_pct": 18.3,
    },
    "synthesis": {
        "synth_flops": 8192,
        "syn_inst": 17900,
        "ys_async_sr_fraction_pct": 0,
        "synth.top_cell.area_share_pct": 77.8,
        "topCellsByArea": "edfxtp_1 (78%), mux2i_1 (3.1%), mux2_2 (2.2%)",
        "yosysTopAreaCell": "edfxtp_1",
        "syn_area_mm2": 0.316,
        "ys.flop_type": "edfxtp_1",
        "edf_count": 8192,
        "yosys_cells": 17900,
        "ys_seq_share_pct": 77.8,
        "ys_types": 91,
        "synth_chip_area_mm2": 0.316,
        "ys_warn_count": 1,
        "syn_area_per_cell_um2": 17.7,
    },
    "drt": {
        "drc_errors": 0,
        "drt_pass1_iterations": 9,
        "drt-total-wl_um": 1160000,
        "routedWlPerCell_um": 38.5,
        "vias": 187000,
        "antenna_left": 0,
        "via_per_inst": 6.19,
        "drtIter0Drc": 16300,
    },
    "sta": {
        "hold_viol": 0,
        "period_needed_ns": 92.34,
        "fin_crit_sh_pct": 44.2,
        "maxSlewViolCount": 0,
        "tightestPinTransition_ns": 1.36,
        "fin_ws_ns": 116.36,
        "relSlewSlack_pct": 8.30,
        "fmax_mhz": 10.8,
        "rsz0062_at_grt": "false",
        "timing.setup.tns_ns": 0,
        "setup_violations": 0,
    },
    "clocking": {
        "cts.sinks": 8192,
        "cts_resized": 0,
        "numCtsBuffers": 812,
        "post_cts_buffers": 0,
        "htreeDepth": 6,
        "ctsHoldBuffers": 0,
        "cts_root_buffer": "clkbuf_16",
        "tritoncts": "yes",
        "clkTransAtPathRegs_ns": 0.06,
        "cts_max_path_buffers": 4,
    },
    "setup_path": {
        "startpoint_type": "input port",
        "crit_slowest_cell": "nand4b_1",
        "crit_type": "in -> out",
        "critPathLaunch": "Address[2]",
        "worstPathRequired_ns": 166.96,
        "crit_chain": "buf_16, buf_4, buf_4, buf_4, buf_4, and2_4, buf_4, buf_4, buf_4, a22oi_1, o22ai_1, a21oi_1, o22ai_1, o31ai_1, o21ai_0, nand4b_1, o311a_1, clkdlybuf4s50_1",
        "worstSetupEndpointType": "output pin",
        "arrival_ns": 50.60,
        "critPathMaxStageDelay_ns": 0.66,
        "critical_path.most_common_cell": "buf_4",
        "path_max_fanout": 72,
    },
    "global_route": {
        "grt_pass1_vias": 191000,
        "gr-total-overflow": 0,
        "antenna_found_initial": 172,
        "grt_pass1_wl_um": 1580000,
        "grt_max_degree": 135,
        "grt_use_total_pct": 31.6,
    },
    "pwr": {
        "p_leak_nw": 114,
        "power.internal_mw": 2.64,
        "switching_power_mw": 0.784,
        "powerDensity_mw_per_mm2": 9.50,
        "finalPower_mw": 3.42,
        "power_frac_seq_pct": 52.9,
        "p_clk_share_pct": 41.2,
        "sw_frac_of_total_pct": 22.9,
        "ir_worst_vdd_mv": 0.00993,
        "combPwrFrac_pct": 5.9,
    },
    "placed_design": {
        "placed_cells": 28400,
        "place_ws_ns": 116.85,
        "port_buffers": 28,
        "hpwlAfterDp_um": 716000,
        "place_congestion": 0.975,
    },
    "min_path": {
        "min_path_type": "in -> reg",
        "worstHoldStart": "WriteData[6]",
    },
    "floorplan": {
        "die_h_um": 891,
        "fp_util_pct": 40.1,
        "ios": 77,
        "dieArea_mm2": 0.794,
        "die_x_um": 891,
        "row_count": 326,
        "core_mm2": 0.788,
    },
    "run": {
        "max_cap_viol_count": 0,
        "warnings": 82,
    },
}
[power by group through the flow]
stage         Combinational (mW)  Clock (mW)  Sequential, mW
finish                     0.202        1.41            1.81
global route               0.206        1.48            1.81
CTS                        0.194        1.42            1.81
[logic make-up (layout without fill, tap and decap cells)]
logic type / after synthesis / count (layout) / synth area share [%]
simple gates: 2245 / 2245 / 2.94
buf+inv: 1362 / 2877 / 2.35
compound gates: 4190 / 4190 / 9.52
other cells: 1 / 390 / 0.00119
mux: 1892 / 1892 / 7.40
flops: 8192 / 8192 / 77.8
[through the flow]
step / utilization (%) / cell area [um2] / hold WS [ns]
floorplan: - / 316000 / 41.84
global placement: 42.4 / 334000 / 42.19
detailed placement: 42.4 / 334000 / 42.19
CTS: 45.6 / 359000 / 40.97
global route: 45.7 / 360000 / 41.01
finish: 45.7 / 360000 / 40.99
[worst max-delay path, delay by kind of cell]
kind	cells	cell delay, ns
AND-OR/OR-AND	7	2.02
buffers and inverters	9	5.22
AND/OR/NAND/NOR	2	1.29
[cell usage after synthesis (210+ instances only)]
| master | number |
|---|---|
| edfxtp_1 | 8192 |
| nor2_1 | 1435 |
| mux2i_1 | 976 |
| a22oi_1 | 781 |
| a21oi_1 | 733 |
| a221oi_1 | 627 |
| mux2_2 | 606 |
| o21ai_0 | 551 |
| buf_2 | 484 |
| nand2_1 | 469 |
| clkbuf_1 | 428 |
| mux4_2 | 293 |
| o22ai_1 | 271 |
| a221o_1 | 239 |
| buf_4 | 210 |
[cell usage in the layout (no fill, tap or decap), drive strengths merged, types with 55 or more instances in the layout]
master,instances
a211oi,75
a21oi,733
a221o,239
a221oi,633
a222oi,171
a22o,153
a22oi,781
a31oi,208
buf,1373
clkbuf,1012
clkinv,401
diode,366
edfxtp,8192
mux2,623
mux2i,976
mux4,293
nand2,470
nand3,70
nand4,60
nor2,1437
o21ai,555
o22ai,271
o2bb2ai,55
[worst paths after layout]
kind             end  slack (ns)  cells past startpoint
max      ReadData[2]      116.36                     18
min   memory[245][6]       40.99                      1
[cell type report]
class                           count  area [um2]
Tap cell                        10500       13100
Clock inverter                    472        4190
Antenna cell                      366         916
Inverter                            9        70.1
Multi-Input combinational cell   8351       63900
Sequential cell                  8192      246000
Timing Repair Buffer             1384       10900
Clock buffer                     1012       21200
Fill cell                       65500      428000
[routing by layer]
layer,GRT usage (%),wire length [um]
met4,18.3,79000
met5,9.36,8520
met3,30.7,253000
met2,41.1,496000
met1,31.3,328000
Power and IR drop assume default switching activity.
